===== ./config.mk =====
export PLATFORM = sky130hd
export DESIGN_NAME = top
export DESIGN_NICKNAME = top
export VERILOG_FILES = /design/flow/design.v
export SDC_FILE = /design/flow/constraint.sdc
export NUM_CORES = 4
export LEC_CHECK = 1
export CORE_UTILIZATION = 50

===== ./constraint.sdc =====
current_design top

set clk_period 4.2
set clk_io_pct 0.2

create_clock -name clk0 -period $clk_period [get_ports {clk}]

set non_clock_inputs [all_inputs -no_clocks]
set_input_delay [expr $clk_period * $clk_io_pct] -clock clk0 $non_clock_inputs
set_output_delay [expr $clk_period * $clk_io_pct] -clock clk0 [all_outputs]

===== ./design.v =====
`timescale 1ns / 1ps 
module top(
    input clk,
    input start,
    input [7:0] tx_in,
    output reg tx, 
    input rx,
    output [7:0] rx_out,
    output rx_done, tx_done
    );
 parameter clk_value = 100_000;
 parameter baud = 9600;
 parameter wait_count = clk_value / baud;
 reg bit_done = 0;
 integer count = 0;
 parameter idle = 0, send = 1, check = 2;
 reg [1:0] state = idle;
 always@(posedge clk)
 begin
  if(state == idle)
    begin 
    count <= 0;
    end
  else begin
    if(count == wait_count)
       begin
        bit_done <= 1'b1;
        count   <= 0;  
       end
    else
       begin
       count   <= count + 1;
       bit_done <= 1'b0;  
      end    
  end
 end
 reg [9:0] tx_data; 
 integer bit_index = 0;  
 reg [9:0] shift_tx = 0;
 always@(posedge clk)
 begin
 case(state)
 idle : 
     begin
           tx        <= 1'b1;
           tx_data   <= 0;
           bit_index <= 0;
           shift_tx  <= 0;
            if(start == 1'b1)
              begin
                tx_data <= {1'b1,tx_in,1'b0};
                state   <= send;
              end
            else
              begin           
               state <= idle;
              end
     end
  send: begin
           tx        <= tx_data[bit_index];
           state     <= check;
           shift_tx  <= {tx_data[bit_index], shift_tx[9:1]};
  end 
  check: 
  begin
               if(bit_index <= 9)  
                  begin
                    if(bit_done == 1'b1)
                     begin
                     state     <= send;
                     bit_index <= bit_index + 1;
                     end
                 end
                else
                begin
                state     <= idle;
                bit_index <= 0;
                end
            end
 default: state <= idle;
 endcase
 end
assign tx_done = (bit_index == 9 && bit_done == 1'b1) ? 1'b1 : 1'b0;
 integer rcount = 0;
 integer rindex = 0;
 parameter ridle = 0, rwait = 1, recv = 2, rcheck = 3;
 reg [1:0] rstate;
 reg [9:0] rx_data;
 always@(posedge clk)
 begin
 case(rstate)
 ridle : 
     begin
      rx_data <= 0;
      rindex  <= 0;
      rcount  <= 0;
         if(rx == 1'b0)
          begin
           rstate <= rwait;
          end
         else
           begin
           rstate <= ridle;
           end
     end
rwait : 
begin
      if(rcount < wait_count / 2)
         begin
          rcount <= rcount + 1;
          rstate <= rwait;
         end
     else
       begin
          rcount  <= 0;
          rstate  <= recv;
          rx_data <= {rx,rx_data[9:1]}; 
       end
end
recv : 
begin
     if(rindex <= 9) 
      begin
      if(bit_done == 1'b1) 
        begin
        rindex <= rindex + 1;
        rstate <= rwait;
        end
      end
      else
        begin
        rstate <= ridle;
        rindex <= 0;
        end
end
default : rstate <= ridle;
 endcase
 end
assign rx_out  = rx_data[8:1]; 
assign rx_done = (rindex == 9 && bit_done == 1'b1) ? 1'b1 : 1'b0;
 endmodule

===== ./run.sh =====
#!/bin/bash
# OpenROAD 26Q1-2900-gdf79404cd8, Yosys 0.63+post, stock flow scripts
make -C /OpenROAD-flow-scripts/flow DESIGN_CONFIG=/design/flow/config.mk WORK_HOME=/design/flow/orfs finish

==> summary.log <==
qor: final_layout.commonest_cells_after_routing_fill_and_taps_aside nor2_1, edfxtp_1, xor2_1
qor: sta.final.min_clock_period 3.14 ns
qor: detailed_routing.dr.max_layer_used met4
qor: sta.setup_violations 0
qor: final_layout.comb_area 0.00344 mm^2
qor: grt.wire_length_of_the_first_global_routing_pass 25.1 mm
qor: critical_path.cp-end-kind output pin
qor: yosys.synth.top_cells.by_area edfxtp_1, dfxtp_1, xor2_1
qor: clock_network.cts_num_sinks 152
qor: placed_design.gpl.final_weighted_congestion 0.808
qor: hold_path.min_from count[0]$_SDFF_PP0_
qor: critical_path.worst_path_dominant_cell_family simple AND/OR/NAND/NOR gates
qor: floorplan.core_area 0.0153 mm^2
qor: critical_path.critical_path_cell_sequence nor4_1 > nand4_1 > nor3_1 > clkdlybuf4s50_1
qor: floorplan.die-width 128 um
qor: sta.setup_repair_after_global_routing_missed_its_margin no
qor: grt.grt_start_max_net_pins 33
qor: detailed_routing.drt-pass1-iter-count 6
qor: yosys.synth_cell_type_count 49
qor: clock_network.h-tree-depth 4
qor: final_layout.flop_area 0.00424 mm^2
qor: critical_path.critical-path-max-stage-delay 0.52 ns
qor: critical_path.timing.rr.start bit_index[8]$_SDFFCE_PN0P_
qor: floorplan.fp_util 0.517
qor: critical_path.worst-endpoint-arrival 2.30 ns
qor: placed_design.dp_hpwl 9.06 mm
qor: detailed_routing.ant_nets 0
qor: detailed_routing.vias_per_cell 5.44
qor: floorplan.die_h 128 um
qor: clock_network.ctsHoldBuffers 0
qor: clock_network.buffer_levels_on_the_longest_clock_path 2
qor: sta.timing.max_slew.rel_slack 0.407
qor: grt.track_usage 0.200
qor: detailed_routing.drt_drc 0
qor: yosys.synth_stat.cells 767
qor: detailed_routing.detail_route.antenna_diodes 0
qor: clock_network.tritoncts built
qor: sta.clock_skew 0.00608 ns
qor: yosys.synth_flops 152
qor: sta.timing_worst_slew_pin_value 0.882 ns
qor: critical_path.critical_path.max_fanout 6
qor: yosys.edf_count 120
qor: yosys.syn_avg_cell_area 10.3 um^2
qor: detailed_routing.wirelength_met1 7.07 mm
qor: critical_path.crit_path_start bit_index[28]$_SDFFCE_PN0P_
qor: sta.fin_crit_sh 0.746
qor: critical_path.crit_path_top_delay_cell clkdlybuf4s50_1
qor: placed_design.buffer_ports.inserted 21
qor: final_layout.final_layout_size_suffix_gt1_frac 0.0752
qor: detailed_routing.postRouteWirelength 14.2 mm
qor: final_layout.final_common_cell nor2_1
qor: yosys.yosys.stat.chipArea 0.00792 mm^2
qor: floorplan.ios 22
qor: sta.fin_setup_tns 0 ns
qor: yosys.ys.warnings.count 1
qor: floorplan.die-area 0.0163 mm^2
qor: sta.report.final.slew_viol_count 0
qor: yosys.top_cell_area_share 0.455
qor: yosys.ys_dominant_reg_cell edfxtp_1
qor: power_and_ir_drop.ir_worst_vdd 0.458 mV
qor: outcome.status complete, no violations
qor: grt.grt_overflow 0
qor: flow_run.timing.max_cap.violations 0
qor: flow_run.openroad.warnings 31
qor: clock_network.post-cts-setup-buffer-count 0
qor: grt.first_global_vias 5,370
qor: grt.grt_antenna_before_repair 0
qor: clock_network.cts_buffers 17
qor: sta.finalHoldViolations 0
qor: floorplan.fp-row-count 45
qor: yosys.asyncSetResetFlopFracSynth 0
qor: clock_network.clk_pin_slew 0.06 ns
qor: yosys.post_synthesis_cell_area 0.00792 mm^2
qor: critical_path.crit_path_start_kind register
qor: hold_path.hold_path.class register to register
qor: detailed_routing.routed-via-count 5,486
qor: critical_path.worst_ep_required_time 3.36 ns
qor: detailed_routing.wire_per_inst 14.1 um
qor: final_layout.area_growth_syn_to_layout 12.6%
qor: power_and_ir_drop.fin_total_pwr 5.53 mW
qor: detailed_routing.initialDrtViolationCount 301
qor: critical_path.crit_buf_inv 1
qor: power_and_ir_drop.total_leakage_power 2.97 nW
qor: sta.max_freq 319 MHz
qor: yosys.synth.largest_area_cell edfxtp_1
qor: clock_network.cts.repair.resized 0
qor: final_layout.nFillCells 1,233
qor: clock_network.worstSkewPairLatency 0.41 ns
qor: detailed_routing.sum_of_met2_wire_segment_lengths_after_detailed_routing 6.38 mm
qor: power_and_ir_drop.cellPowerDensity 620 mW/mm^2
qor: detailed_routing.wl_met3 620 um
qor: clock_network.clk_root_buffer_cell clkbuf_16
qor: yosys.post_synth_inst_count 767
qor: yosys.synth_sequential_area_ratio 0.536
qor: critical_path.critPathKind register to output pin
power by group:
group          leakage [nW]  total, mW  switching, mW  internal (mW)
clock                 0.284       1.45          0.626          0.822
combinational          1.12       1.20          0.685          0.518
sequential             1.56       2.88          0.565           2.32
cells by family after synthesis:
kind of cell | Yosys count | share of synthesized area
AOI/OAI and AO/OA | 27 | 0.0215
xor gates and xnor gates | 113 | 0.125
adders and majority gates | 10 | 0.0158
buffers and inverters | 57 | 0.0345
DFF | 152 | 0.536
muxes | 3 | 0.00553
and+or+nand+nor | 405 | 0.261
cell type report:
cell class                      count  area share
Inverter                           21     0.00884
Multi-Input combinational cell    558       0.386
Timing Repair Buffer               35      0.0354
Sequential cell                   152       0.476
Clock buffer                       19      0.0521
Clock inverter                     13      0.0124
Tap cell                          211      0.0296
state kept, by name, summed over array words and instances, names as in the netlist:
register and count:
rx_data 9, state 2, bit_done 1, tx 1
tx_data 9, rcount 32, rstate 2, bit_index 32
count 32, rindex 32
worst reg2reg max path, stage by stage (launching register included):
cell and delay, ns:
edfxtp_1 0.43, and4_2 0.30, nand4_1 0.43, or4_1 0.79, or3_1 0.35, a21oi_1 0.15
metal layers:
| layer | vias up | track usage |
|---|---|---|
| li1 | 2780 | - |
| met4 | 0 | 0.0194 |
| met2 | 89 | 0.300 |
| met1 | 2608 | 0.332 |
| met3 | 9 | 0.0506 |
| met5 | - | 0 |
through the flow:
step / setup WS, ns / instance area (um^2) / utilization / hold WS (ns) / std cells
after detailed placement: 1.45 / 8340 / 0.545 / 0.492 / 977
after global routing: 0.924 / 8910 / 0.582 / 0.520 / 1009
final: 1.06 / 8910 / 0.582 / 0.502 / 1009
after CTS: 0.986 / 8910 / 0.582 / 0.507 / 1009
after global placement: 1.47 / 8340 / 0.545 / 0.476 / 977
after floorplan: 1.03 / 7920 / - / 0.453 / 767
worst paths after layout:
kind	endpoint	slack [ns]	cells after the start
hold / removal	count[0]$_SDFF_PP0_	0.50	1
hold reg to reg	count[0]$_SDFF_PP0_	0.50	1
setup / recovery	tx_done	1.06	4
setup reg to reg	bit_index[28]$_SDFFCE_PN0P_	1.59	5
cells in the mapped netlist, drive strengths merged (10+ instances only):
cell / instances
inv: 21
and3: 21
clkbuf: 24
nand2: 41
ha: 10
and2: 23
nand4: 45
nand3: 49
xnor2: 40
edfxtp: 120
nor4: 32
dfxtp: 32
xor2: 73
nor2: 142
buf: 12
nor3: 20
Power is estimated from default activity; no workload was simulated.
